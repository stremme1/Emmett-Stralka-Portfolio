==> flow/design.v <==
module main_controller (
    input logic clk,
    input logic reset,
    input logic [6:0] op,           
    input logic [2:0] funct3,       
    input logic funct7b5,           
    input logic zero,               
    output logic [1:0] immsrc,      
    output logic [1:0] alusrca,     
    output logic [1:0] alusrcb,     
    output logic [1:0] resultsrc,   
    output logic adrsrc,            
    output logic [2:0] alucontrol,  
    output logic irwrite,           
    output logic pcwrite,           
    output logic regwrite,          
    output logic memwrite           
);
    logic branch;
    logic [1:0] aluop;
    logic pcupdate;
    main_fsm fsm_dut (clk, reset, op, pcupdate, irwrite, alusrca, alusrcb, aluop, resultsrc, regwrite, memread, memwrite, branch, adrsrc
    );
    aludec alu_dut (aluop[1],aluop[0],funct3[2],funct3[1],funct3[0],op[5], funct7b5, alucontrol[0],alucontrol[1],alucontrol[2]
    );
    maindec dec_dut (op, immsrc
    );
    assign pcwrite = pcupdate | (zero & branch);
endmodule
module main_fsm(
    input logic clk,
    input logic reset,
    input logic [6:0] op_code,    
    output logic pcupdate,     
    output logic irwrite,      
    output logic [1:0] alusrca, alusrcb,  
    output logic [1:0] aluop,   
    output logic [1:0] resultsrc,  
    output logic regwrite,     
    output logic memread, memwrite,  
    output logic branch,      
output logic adrsrc
);
    typedef enum logic [3:0] {
        S0_FETCH   = 4'b0000,
        S1_DECODE  = 4'b0001,
        S2_MEMADR  = 4'b0010,
        S3_MEMREAD = 4'b0011,
        S4_MEMWB   = 4'b0100,
        S5_MEMWRITE= 4'b0101,
        S6_EXECUTER = 4'b0110,
        S7_ALUWB   = 4'b0111,
        S8_EXECUTEL= 4'b1000,
        S9_JAL     = 4'b1001,
        S10_BEQ    = 4'b1010
    } state_t;
    state_t state, next_state;
    always_ff @(posedge clk or posedge reset) begin
        if (reset)
            state <= S0_FETCH;  
        else
            state <= next_state;
    end
    always_comb
        case(state)
            S0_FETCH: begin
                pcupdate = 1;
                irwrite = 1;
                alusrca = 2'b00;
                alusrcb = 2'b10;
                aluop = 2'b00;
                resultsrc = 2'b10;
                memwrite = 0;
                regwrite = 0;
                branch = 0;
adrsrc = 0;
next_state = S1_DECODE;
            end
            S1_DECODE: begin
                pcupdate = 0;
                irwrite = 0;
                alusrca = 2'b01;
                alusrcb = 2'b01;
                aluop = 2'b00;
                resultsrc = 2'b00;
                memwrite = 0;
                regwrite = 0;
                branch = 0;
adrsrc= 0;
                case(op_code)
                    7'b0000011: next_state = S2_MEMADR;
 7'b0100011: next_state = S2_MEMADR;  
 7'b0110011: next_state = S6_EXECUTER;
 7'b0010011: next_state = S8_EXECUTEL;
                    7'b1101111: next_state = S9_JAL;  
                    7'b1100011: next_state = S10_BEQ;  
                    default: next_state = S0_FETCH;
                endcase
            end
            S2_MEMADR: begin
                pcupdate = 0;
                irwrite = 0;
                alusrca = 2'b10;
                alusrcb = 2'b01;
                aluop = 2'b00;
                resultsrc = 2'b00;
                memwrite = 0;
                regwrite = 0;
                branch = 0;
adrsrc= 0;
if (op_code == 7'b0000011)
next_state = S3_MEMREAD;
else if (op_code == 7'b0100011)
next_state= S5_MEMWRITE;
else
next_state = S0_FETCH;
            end
            S3_MEMREAD: begin
                pcupdate = 0;
                irwrite = 0;
                alusrca = 2'b00;
                alusrcb = 2'b00;
                aluop = 2'b00;
                resultsrc = 2'b00;
                memwrite = 0;
                regwrite = 0;
                branch = 0;
adrsrc= 1;
next_state = S4_MEMWB;
            end
            S4_MEMWB: begin
                pcupdate = 0;
                irwrite = 0;
                alusrca = 2'b00;
                alusrcb = 2'b00;
                aluop = 2'b00;
                resultsrc = 2'b01;
                memwrite = 0;
                regwrite = 1;
                branch = 0;
adrsrc= 0;
next_state = S0_FETCH;
            end
            S5_MEMWRITE: begin
                pcupdate = 0;
                irwrite = 0;
                alusrca = 2'b00;
                alusrcb = 2'b00;
                aluop = 2'b00;
                resultsrc = 2'b00;
                memwrite = 1;
                regwrite = 0;
                branch = 0;
adrsrc= 1;
next_state = S0_FETCH;
            end
            S6_EXECUTER: begin
                pcupdate = 0;
                irwrite = 0;
                alusrca = 2'b10;
                alusrcb = 2'b00;
                aluop = 2'b10;
                resultsrc = 2'b00;
                memwrite = 0;
                regwrite = 0;
                branch = 0;
adrsrc= 0;
next_state = S7_ALUWB;
            end
            S7_ALUWB: begin
                pcupdate = 0;
                irwrite = 0;
                alusrca = 2'b00;
                alusrcb = 2'b00;
                aluop = 2'b00;
                resultsrc = 2'b00;
                memwrite = 0;
                regwrite = 1;
                branch = 0;
adrsrc= 0;
next_state = S0_FETCH;
end
S8_EXECUTEL: begin
                pcupdate = 0;
                irwrite = 0;
                alusrca = 2'b10;
                alusrcb = 2'b01;
                aluop = 2'b10;
                resultsrc = 2'b00;
                memwrite = 0;
                regwrite = 0;
                branch = 0;
adrsrc= 0;
next_state = S7_ALUWB;
            end
            S9_JAL: begin
                pcupdate = 1;
                irwrite = 0;
                alusrca = 2'b01;
                alusrcb = 2'b10;
                aluop = 2'b00;
                resultsrc = 2'b00;
                memwrite = 0;
                regwrite = 0;
                branch = 0;
adrsrc= 0;
next_state = S7_ALUWB;
            end
            S10_BEQ: begin
                pcupdate = 0;
                irwrite = 0;
                alusrca = 2'b10;
                alusrcb = 2'b00;
                aluop = 2'b01;
                resultsrc = 2'b00;
                memwrite = 0;
                regwrite = 0;
                branch = 1;
adrsrc= 0;
next_state = S0_FETCH;
            end
default: begin
pcupdate = 0;
irwrite = 0;
alusrca = 2'b00;
alusrcb = 2'b00;
aluop = 2'b00;
resultsrc = 2'b00;
memread = 0;
memwrite = 0;
regwrite = 0;
branch = 0;
adrsrc= 0;
next_state = S0_FETCH;
end
        endcase
endmodule
module maindec(
    input [6:0] op_code,  
    output reg [1:0] ImmSrc   
);
    always @(*) begin
        case(op_code)
            7'b0110011: ImmSrc = 2'b00;   
            7'b0010011: ImmSrc = 2'b00;   
            7'b0000011: ImmSrc = 2'b00;   
            7'b0100011: ImmSrc = 2'b01;   
            7'b1100011: ImmSrc = 2'b10;   
            7'b1101111: ImmSrc = 2'b11;   
            default: ImmSrc = 2'b00;
        endcase
    end
endmodule
module aludec(
    input logic A, B, C, D, E, F, G,   
    output logic X,Y,Z        
);
logic n1, n2, n3;
    and a1(n1, ~A, B);                         
    and a2(n2, A, ~B, ~C, ~D, ~E, F, G);      
    and a3(n3, A, ~B, D, ~E);                 
    or a4(X, n1, n2, n3);                
    and a5(Y, A, ~B, C, D);                   
    and a6(Z, A,~B,~C,D,~E);           
endmodule
==> flow/run.sh <==
#!/bin/bash
# OpenROAD 26Q1-2900-gdf79404cd8, Yosys 0.63+post, stock flow scripts
make -C /OpenROAD-flow-scripts/flow DESIGN_CONFIG=/design/flow/config.mk WORK_HOME=/design/flow/orfs finish
==> flow/config.mk <==
export PLATFORM = sky130hd
export DESIGN_NAME = main_controller
export DESIGN_NICKNAME = main_controller
export VERILOG_FILES = /design/flow/design.v
export SDC_FILE = /design/flow/constraint.sdc
export NUM_CORES = 4
export LEC_CHECK = 1
export CORE_AREA = 10 10 86 86
export DIE_AREA = 0 0 96 96
export SYNTH_HDL_FRONTEND = slang
==> flow/constraint.sdc <==
current_design main_controller

set clk_period 1.2
set clk_io_pct 0.2

create_clock -name clk0 -period $clk_period [get_ports {clk}]

set non_clock_inputs [all_inputs -no_clocks]
set_input_delay [expr $clk_period * $clk_io_pct] -clock clk0 $non_clock_inputs
set_output_delay [expr $clk_period * $clk_io_pct] -clock clk0 [all_outputs]
==> out/qor.csv <==
metric;value;unit
status;finished, violations left;
failing checks;setup timing;
CTS H-Tree Depth;1;
global placement routability congestion;0.782;
Mapped Cells;60;
critical path class;reg -> out;
DR iter-0 viols;66;
DRC;0;
max-slew violations;0;
Synth Seq Share;47.3;%
Yosys top cell by area;dfrtp_1;
most frequent cell after synthesis;dfrtp_1;
max-cap check violation count;0;
CTS Buffer Depth;2;
Synth Area per Inst;9.74;um2
Slowest-stage cell, CP;dfrtp_1;
Placed Cells;173;
Final min period;1540;ps
Worst setup SP type;flip-flop;
cell count in the Yosys report;60;
first-pass GRT wire length;3.31;mm
CTS tree;yes;
ANT cells;0;
maximum VDD drop;0.470;mV
Flops after synth;11;
fp_density;10.5;%
Late-Pin Clk Latency;240;ps
Final Hold Fails;0;
Non-Filler Instances;187;
Layout area overhead;111;%
FMAX;650;MHz
Comb area;338;um2
CP Capture Type;output port;
Hold Path Class;in -> reg;
CTS sink count;11;
registers with the most flip-flops;fsm_dut.state x11;
Hold Path Cell Cnt;3;
# setup viols final;11;
Final Power;963;uW
post-DP HPWL;1.60;mm
slowest stage delay, CP;380;ps
die width;96;um
Pre-antenna DRT Iters;4;
PnR worst setup slack;-338;ps
R2R setup slack;-250;ps
Slew HR;72.5;%
chip area line of the yosys report;584;um2
Post-synth EDFFs;0;
Core Region;0.00554;mm2
Worst-Margin Slew;412;ps
Synth Warn #;0;
PD cells;782;mW/mm2
Post-synth ARST share;100;%
CP required;960;ps
Clock Tree Root;clkbuf_8;
CTS clk-pin slew, worst paths;50;ps
number of global-route vias before repair;689;
GRT Resource Usage Total;4.53;%
largest net degree at the start of global routing;12;
Top reg by flops;fsm_dut.state;
Storage cell area;277;um2
port bufs;29;
I/O pin cnt;30;
worst-path cell chain;buf_6 > or3_1 > o21ai_1 > buf_2;
die area;0.00922;mm2
RSZ-0062 raised after global routing;yes;
Lkg Pwr;0.604;nW
Worst Skew;5.83;ps
DR WL/cell;10.8;um
most common flop cell mapped by yosys;dfrtp_1;
most frequent cells after synthesis;dfrtp_1, or2_1, inv_1, nand2_1, nor2_1;
top cells, area;dfrtp_1, or2_1, dfstp_2;
Synth top area share;42.8;%
number of CTS-inserted buffers;3;
# fillers;611;
initial antenna violation count;0;
crit path DAT;1300;ps
Final Cycle Share;128;%
Die Y-Extent;96;um
post-route ant nets;0;
Largest register FFs;11;
Post-CTS Hold Buffers;0;
DR vias;629;
Netlist cell types;28;
Cell Rows;27;
CP Max Fanout;2;
Congestion Overflow GR;0;
Post-Syn Area;584;um2
via/cell ratio;3.36;
Tool Warnings;27;
Worst Reg-to-Reg Cells;5;
share of cells above drive strength 1;59.1;%
final WL;2.02;mm
## worst max-delay path: cells and delay by family, from the launching register on
kind	cells	cell delay [ps]
buffers and inverters	2	240
flip-flops	1	380
AND/OR/NAND/NOR	1	330
AND-OR/OR-AND	1	120
## logic make-up after synthesis
| group | synth area share, % |
|---|---|
| compound gates | 9.64 |
| flops | 47.3 |
| simple gates | 35.3 |
| buf+inv | 7.71 |
## power by group
part | internal (mW) | switching [mW] | leakage, nW
sequential | 0.384 | 0.00659 | 0.146
clock | 0.228 | 0.135 | 0.0255
combinational | 0.129 | 0.0813 | 0.433
## path summary, 6_finish.rpt
kind                                                  from                          to
worst max-delay path            fsm_dut.state[4]$_DFF_PP0_               alucontrol[0]
worst min-delay path                                 op[1]  fsm_dut.state[5]$_DFF_PP0_
worst max register to register  fsm_dut.state[4]$_DFF_PP0_  fsm_dut.state[0]$_DFF_PP1_
worst min register to register  fsm_dut.state[9]$_DFF_PP0_  fsm_dut.state[2]$_DFF_PP0_
max in group asynchronous                            reset  fsm_dut.state[0]$_DFF_PP1_
min in group asynchronous                            reset  fsm_dut.state[6]$_DFF_PP0_
## through the flow
| step | TNS [ps] | hold slack (ps) | area [um2] | setup slack, ps | utilization (%) |
|---|---|---|---|---|---|
| floorplan | 0 | 91.7 | 584 | 2.81 | - |
| global placement | -6800 | 354 | 1060 | -839 | 19.2 |
| detailed placement | -6880 | 355 | 1060 | -859 | 19.2 |
| CTS | -2420 | 253 | 1200 | -367 | 21.6 |
| global route | -2630 | 263 | 1230 | -424 | 22.2 |
| finish | -1920 | 255 | 1230 | -338 | 22.2 |
## layer usage
layer  track usage (%)  wire (um)  vias up
met5                 0          0        -
met4             0.246          5        0
met3              1.65        154        2
met2              7.29        931       19
met1              5.98        927      292
li1                  -          -      316
## what timing repair did
item | CTS | global route
buffers inserted | 19 | 2
pin swaps | 14 | 7
setup endpoints to repair | 22 | 16
gates resized | 102 | 11
## final cells by class
type	count	share of cell area, %
Clock inverter	1	0.407
Sequential cell	11	22.5
Tap cell	72	7.32
Multi-Input combinational cell	40	27.4
Timing Repair Buffer	56	37.8
Inverter	4	1.22
Clock buffer	3	3.35
## placed cells by master (no fill, tap or decap), types with 2 or more instances in the layout
cell type        count
buf_4               23
buf_2               12
dfrtp_1             10
buf_6                9
clkdlybuf4s50_1      5
or2_1                4
inv_1                4
nand2_1              3
or3_1                3
clkbuf_8             3
buf_8                3
nor4_4               2
nor2_2               2
nor2_1               2
nor3b_2              2
a31oi_1              2
Power figures rest on the tool's default switching activity, not on a simulated workload.
